[flow/design.v]
module Hazard_Detection(
    memread,
    instr_i,
    idex_regt,
    branch,
    pcwrite,
    ifid_write,
    ifid_flush,
    idex_flush,
    exmem_flush
);
input       memread;
input [15:0]instr_i;
input [4:0] idex_regt;
input       branch;
output      pcwrite;
output      ifid_write;
output      ifid_flush;
output      idex_flush;
output      exmem_flush;
reg      pcwrite;
reg      ifid_write;
reg      ifid_flush;
reg      idex_flush;
reg      exmem_flush;
always@(*) begin
    case(branch)
        1'b1: 
	begin
	  pcwrite <= 1'b1;
	  ifid_write <= 1'b1;
	  ifid_flush <= 1'b1;
	  idex_flush <= 1'b1;
	  exmem_flush <= 1'b1;
	end
        1'b0: 
	begin
          if(memread == 1'b1 && (instr_i[9:5] == idex_regt || (instr_i[4:0] == idex_regt && instr_i[15:10] != 6'b001000)))
	  begin		
		pcwrite <= 1'b0;
	  	ifid_write <= 1'b0;
	  	ifid_flush <= 1'b0;
	  	idex_flush <= 1'b1;
	  	exmem_flush <= 1'b0;
	  end
          else
	  begin
          	pcwrite <= 1'b1;
	  	ifid_write <= 1'b1;
	  	ifid_flush <= 1'b0;
	  	idex_flush <= 1'b0;
	  	exmem_flush <= 1'b0;
	  end
        end
    endcase
end
endmodule
[flow/run.sh]
#!/bin/bash
# OpenROAD 26Q1-2900-gdf79404cd8, Yosys 0.63+post, stock flow scripts
make -C /OpenROAD-flow-scripts/flow DESIGN_CONFIG=/design/flow/config.mk WORK_HOME=/design/flow/orfs finish
[flow/config.mk]
export PLATFORM = sky130hd
export DESIGN_NAME = Hazard_Detection
export DESIGN_NICKNAME = Hazard_Detection
export VERILOG_FILES = /design/flow/design.v
export SDC_FILE = /design/flow/constraint.sdc
export NUM_CORES = 4
export LEC_CHECK = 1
export CORE_AREA = 10 10 70 70
export DIE_AREA = 0 0 80 80
[flow/constraint.sdc]
current_design Hazard_Detection

set clk_period 2.5
set clk_io_pct 0.2

create_clock -name clk0 -period $clk_period

set non_clock_inputs [all_inputs -no_clocks]
set_input_delay [expr $clk_period * $clk_io_pct] -clock clk0 $non_clock_inputs
set_output_delay [expr $clk_period * $clk_io_pct] -clock clk0 [all_outputs]
==> run notes <==
In this run the tightest slew margin relative to its limit is 82.7%. The script parses the final routing iteration and logs DRC violations as 0. With the largest net degree at the start of global routing at 4, the transition time at the pin with the least slew margin is 0.257 ns. The area of the mapped netlist is 183 sq um, and the post-CTS setup-driven buffer insertion count is 0. The kind of cell adding the most delay to the critical path is simple AND/OR/NAND/NOR gates. The run gives 183% for the synthesis-to-layout area growth. The die covers 0.00640 sq mm. The share of total power dissipated in combinational logic is 100.0%. After detailed routing, the average wire length per cell comes to 9.20 um.

The switching component of the power was reported as 22.5 uW. After synthesis, the chip area reported by Yosys is 183 sq um. The design draws 70.3 uW. The leakage power of the design was 0.000186 uW. In the final layout, the fill cell count is 408. The final timing report gives a worst setup slack of 0.153 ns. The floorplan report gives the top-level pin count as 28.

The largest individual stage delay along the critical path comes from the cell or4b_4. The register share after synthesis is 0%. The number of hold-repair buffers added at the cts stage came out at 0. The switching power as a share of total power is 32.0%, and the horizontal die dimension is 80 um. The number of logged tool warnings is 32, and the maximum net fanout on the critical path is 2.

Per STA, the worst path is made up of dlygate4sd2_1, or4b_4, nor3_4, nor4_2, o211ai_1, buf_2. The run gives 4 for the number of instances on the worst hold path. Number of buffers inserted by port buffering: 28. The run gives 2.73% for the overall fraction of global-route tracks in use. The worst path needs 2.35 ns of the cycle, external delays included.

The run reported a max-capacitance violation count of 0. At the end of routability-driven placement, the weighted congestion stood at 0.728. In the finished design, the share of the clock period the worst path needs comes to 93.9%. Per the OpenROAD floorplan log, the height of the die is 80 um. The worst setup path is captured at an output port. In the Yosys report the total cell count is 24.

For the first-pass GRT wire length, the log shows 1470 um. Per the hold report, the tightest min-delay path originates at branch. The run finished with clean final reports.

The total area inside the core boundary comes to 0.00342 sq mm. For the number of standard cells after synthesis, the log shows 24. The average instance in the mapped netlist occupies 7.61 sq um.

The critical path launch point type is an input pin. The number of antenna violations at the first check in global routing is 0, and the buffer and inverter count on the worst path is 2. The floorplan core density is 5.35%, and the clock buffer count is 0. The detail-routed via count per cell is 2.60, and the data arrival at the endpoint of the critical path is 1.85 ns.

For the sequential cell fraction of total power, the log shows 0%. Largest vdd supply drop: 0.0425 mV. The floorplan row count was 21; the number of design-rule violations left by the first detailed-router iteration was 1. The count of nets left with antenna violations once routing finished came out at 0. Per STA, the highest per-stage delay on the worst path measures 0.54 ns. The final hold violation count recorded for this run is 0. In this run, the clock network consumes 0% of the power.

The required time at the endpoint of the critical path is 2.00 ns. The pre-CTS setup check shows a worst slack of -0.398 ns. Per the final report, max-transition violations number 0.

The final timing report counts setup violations totalling 0. The critical path class was in2out. The hold-critical path endpoint is pcwrite. Setup repair after global routing left no endpoint under its margin.

The internal power of the cells totals 47.8 uW. Total power normalized to cell area comes to 136 mW/mm^2. Per the layout area report, the combinational gate area comes to 176 sq um. For this run, the script counts the antenna cells in the layout as 0. STA reports the tightest min-delay check as being of type in2out.

The final layout contains routed wiring with a total length of 892 um. The leftover overflow at the end of global routing is 0. The synthesized netlist contains 12 unique library cells. The number of sequential storage elements is 0. The flow reports an fmax of 426 MHz. Counting only logic cells after layout, the most numerous master is clkdlybuf4s50_1. The run gives 309 for the via count of the first global-routing pass. The first detailed-routing pass took 2 iterations. For this block, the via count after detailed routing is 252. The logs give 0 sq um for the register cell area after layout and 1 for the number of warnings issued by yosys. In the layout the commonest cells are clkdlybuf4s50_1, xnor2_1, xor2_1, dlygate4sd2_1, buf_2. The post-route netlist has 17.6% of its cells at a drive strength greater than 1.
repair_timing:
action / in CTS / in global routing
resized: 16 / 1
cloned: 0 / 0
endpoints found under the setup margin: 3 / 1
hold endpoints to repair: 0 / 0
pin swaps: 5 / 0
final cells by class:
| class | instances | area share (%) |
|---|---|---|
| multi-input cells | 19 | 34.1 |
| inverters | 2 | 1.45 |
| repair buffers | 30 | 53.3 |
| well taps | 46 | 11.1 |
kinds of logic (layout without fill, tap and decap cells):
| group | after synthesis | after routing | share of synthesized area [%] |
|---|---|---|---|
| simple gates | 6 | 6 | 22.6 |
| buf+inv | 5 | 32 | 16.4 |
| xor+xnor | 10 | 10 | 47.9 |
| compound gates | 3 | 3 | 13.0 |
cells in the mapped netlist, drive strengths merged:
master	instances	area share (%)
a21o	1	4.1
buf	3	12
inv	2	4.1
nand3	2	5.5
nor3	2	8.2
nor4	1	3.4
o211ai	1	4.1
o41ai	1	4.8
or4b	1	5.5
xnor2	6	29
xor2	4	19
routing by layer:
layer	vias to the layer above	part of all wire [%]	GRT usage, %
li1	136	-	-
met1	95	49	4.30
met2	21	33	3.53
met3	0	17	1.02
met4	0	0	0
met5	-	0	0
per-stage QoR:
| step | instance area [sq um] | utilization, % | TNS, ns | hold WS (ns) | instances |
|---|---|---|---|---|---|
| 5_1_grt | 517 | 15.1 | 0 | 1.80 | 97 |
| 3_3_place_gp | 513 | 15.0 | -0.998 | 1.87 | 97 |
| 4_1_cts | 509 | 14.9 | 0 | 1.76 | 97 |
| 6_report | 517 | 15.1 | 0 | 1.76 | 97 |
| 3_5_place_dp | 513 | 15.0 | -1.06 | 1.86 | 97 |
| 2_1_floorplan | 183 | - | 0 | 1.06 | 24 |
worst max-delay path by stage:
stage / startpoint / to / slack, ns / depth (start not counted)
after CTS: idex_regt[4] / idex_flush / 0.11 / 6
after global routing: idex_regt[4] / idex_flush / 0.03 / 6
final: instr_i[14] / ifid_write / 0.15 / 6
power by group through the flow:
stage | logic [uW] | registers (uW) | clock network [uW]
after CTS | 69.9 | 0 | 0
after global routing | 77.2 | 0 | 0
final | 70.3 | 0 | 0
worst min-delay path, stage by stage:
cell             delay [ns]
clkdlybuf4s50_1        0.44
inv_1                  0.10
o211ai_1               0.10
buf_2                  0.13
Power and IR drop assume default switching activity.
