==> flow/design.v <==
module Forwarding_Unit(
            regwrite_mem,
            regwrite_wb,
            idex_regs,
            idex_regt,
            exmem_regd,
            memwb_regd,
            forwarda,
            forwardb
);
input       regwrite_mem;
input       regwrite_wb;
input [4:0] idex_regs;
input [4:0] idex_regt;
input [4:0] exmem_regd;
input [4:0] memwb_regd;
output [1:0] forwarda;
output [1:0] forwardb;
reg [1:0] forwarda;
reg [1:0] forwardb;
always@(*) begin
    if(regwrite_mem == 1'b1 && idex_regs == exmem_regd && exmem_regd != 5'd0)
        forwarda <= 2'b01;
    else if(regwrite_wb == 1'b1 && idex_regs == memwb_regd && memwb_regd != 5'd0)
        forwarda <= 2'b10;
    else
        forwarda <= 2'b00;
    if(regwrite_mem == 1'b1 && idex_regt == exmem_regd && exmem_regd != 5'd0)
        forwardb <= 2'b01;
    else if(regwrite_wb == 1'b1 && idex_regt == memwb_regd && memwb_regd != 5'd0)
        forwardb <= 2'b10;
    else
        forwardb <= 2'b00;
end
endmodule
==> flow/run.sh <==
#!/bin/bash
# OpenROAD 26Q1-2900-gdf79404cd8, Yosys 0.63+post, stock flow scripts
make -C /OpenROAD-flow-scripts/flow DESIGN_CONFIG=/design/flow/config.mk WORK_HOME=/design/flow/orfs finish
==> flow/config.mk <==
export PLATFORM = sky130hd
export DESIGN_NAME = Forwarding_Unit
export DESIGN_NICKNAME = Forwarding_Unit
export VERILOG_FILES = /design/flow/design.v
export SDC_FILE = /design/flow/constraint.sdc
export NUM_CORES = 4
export LEC_CHECK = 1
export CORE_AREA = 10 10 70 70
export DIE_AREA = 0 0 80 80
==> flow/constraint.sdc <==
current_design Forwarding_Unit

set clk_period 1.9
set clk_io_pct 0.2

create_clock -name clk0 -period $clk_period

set non_clock_inputs [all_inputs -no_clocks]
set_input_delay [expr $clk_period * $clk_io_pct] -clock clk0 $non_clock_inputs
set_output_delay [expr $clk_period * $clk_io_pct] -clock clk0 [all_outputs]
==> changes_impl.md <==
## Flow update

* Total number of sequential cells at 0
* Startpoint types: primary input
* Number of clock buffer instances in the layout at 0
* Max rail drop VDD at around 0.030 mV
* Number of DRC violations after detailed routing at 0
* Number of cells on the worst hold path at 6
* Via Count at a little under 400
* Count of cell types in the netlist at 8
* Largest net degree at the start of global routing at 4
* Number of fill cells in the layout at about 370
* I/O pin count at 26
* Required time worst endpoint at 1.52 ns
* Drt total wl at around 1.4 mm
* Layout Cells excl Fill at roughly 120
* Worst hold slack at 1.363 ns
* Finish-stage setup viols at 4
* DRC marker count from the first detailed-route iteration at 14
* OpenROAD warnings at 34
* Final Wtd Congestion at about 0.84
* Maximum clock frequency at a little over 500 MHz
* Slowest cell on the critical path: sky130_fd_sc_hd__or4_4
* Fin. Hold Viols at 0
* Total core area at about 3400 um^2
* Crit Path Max Fanout at 2
* Total congestion overflow after global routing at 0
* Total half-perimeter wirelength after legalization and detailed placement at between 1 and 1.5 mm
* Most common logic cell in the routed design: sky130_fd_sc_hd__dlygate4sd2_1
* Area of the mapped netlist at approximately 260 um^2
* Violations in the final reports: setup timing
* Core Rows at 21
* Slowest Stage Delay on Critical Path at 0.54 ns
* Arr. time, crit path at around 1.6 ns
* Worst Setup Slack, final at -0.06949 ns
* Final Slew Violations at 0
* Min-Delay Endpoint: forwarda[0]
* Pre-Place Util at ~7.5%
* Yosys Chip Area at between 200 and 300 um^2
* Reported leakage power at ~0.27 nW
* Result of the run: finished with violations
* Normalized max-slew margin at a little over 80%
* Die outline height at about 80 um
* Pwr Density at ~190 nW/um^2
* Ordered cell list for the critical path: buf_6, or4_4, o21ai_4, buf_4, nor4_4, nor3_2, buf_2
* Share of cells above drive strength 1 at between 30% and 40%
* Placed insts at around 110
* Antenna Nets Post-Route at 0
* RSZ-0062 raised after global routing: yes
* Post-route fraction of the period consumed by the critical path at 103.7%
* Type of the worst setup path: in -> out
* Final routed wire length divided by cell count at ~12 um
* Post-Syn Area per Cell at 7.544 um^2
* Synthesized netlist cell count at 34
* Vias in the first global route at 451
* ANT cells at 0
* Sequential Area at 0 um^2
* Total design power at around 0.00013 W
* Critical path capture point type: primary output
* Placement-stage worst setup slack at -0.7487 ns
* Hold path startpoint: exmem_regd[3]
* Number of input and output port buffers inserted at 26
* Pre-antenna DRT Iters at 3
* Max-capacitance violation count at 0
* Setup total negative slack at -0.2128 ns
* Class of the tightest hold or removal check: in -> out
* Yosys warning count at 1
* Wire length of the first global-routing pass at between 2 and 2.5 mm
* Total cells reported by yosys after synthesis at 34
* Most numerous logic cells after layout: sky130_fd_sc_hd__dlygate4sd2_1, sky130_fd_sc_hd__xor2_1, sky130_fd_sc_hd__buf_4
* Initial antenna violation count at 0
* Synth Seq Share at 0%
* Chip area at between 6000 and 7000 um^2
* Via density per instance at 3.414
* Transition time at the pin with the least slew margin at 0.2772 ns
* Tmin final at 1.969 ns
* Aggregate global-route resource usage at 3.994%
* Die Span X at roughly 80 um
* Area added between synthesis and finish at 167.8%
## critical path, delay by kind of cell
family	cells	cell delay, ns
compound gates	1	0.16
buf+inv	3	0.36
simple gates	3	0.69
## per-stage QoR
step	utilization, %	cell area (um^2)
6_report	20.11	686.9
2_1_floorplan	-	256.5
3_5_place_dp	18.57	634.4
3_3_place_gp	18.57	634.4
4_1_cts	19.23	656.9
5_1_grt	20.11	686.9
## cells by family (layout without fill, tap and decap cells)
| logic type | count (synthesis) | in the layout | synth area share [%] |
|---|---|---|---|
| buffers and inverters | 0 | 36 | 0 |
| XOR/XNOR | 20 | 20 | 68.29 |
| AND/OR/NAND/NOR | 12 | 12 | 26.34 |
| AND-OR/OR-AND | 2 | 2 | 5.365 |
## Yosys cell counts
| master | n | area (um^2) |
|---|---|---|
| sky130_fd_sc_hd__xnor2_1 | 10 | 87.58 |
| sky130_fd_sc_hd__nor3_1 | 4 | 20.02 |
| sky130_fd_sc_hd__o21ai_2 | 1 | 8.760 |
| sky130_fd_sc_hd__or4_1 | 2 | 15.01 |
| sky130_fd_sc_hd__nor4_1 | 2 | 12.51 |
| sky130_fd_sc_hd__o21ai_0 | 1 | 5.000 |
| sky130_fd_sc_hd__nand3_1 | 4 | 20.02 |
| sky130_fd_sc_hd__xor2_1 | 10 | 87.58 |
## worst max-delay path by stage
stage	from	end	cells past startpoint
6_report	exmem_regd[3]	forwarda[1]	7
5_1_grt	exmem_regd[3]	forwarda[1]	7
4_1_cts	exmem_regd[3]	forwardb[1]	7
## repair_timing
action                                  in CTS  in global routing
hold buffers                                 0                  0
gates resized                               47                  5
pin swaps                                   10                  5
setup buffers                                2                  0
endpoints found under the setup margin       4                  4
## cell type report
cell class	instances	area (um^2)	share of cell area, %
timing repair buffer	36	301.5	43.90
multi-input combinational	34	327.8	47.72
tap	46	57.56	8.379
## routing by layer
| metal | share of wire, % | vias to the layer above | track usage, % |
|---|---|---|---|
| met4 | 0 | 0 | 0 |
| met2 | 48 | 18 | 7.223 |
| li1 | - | 193 | - |
| met5 | 0 | - | 0 |
| met3 | 9.1 | 0 | 0.7955 |
| met1 | 42 | 185 | 5.010 |
## power by group
part	internal [W]	total [W]	switching, W
Combinational	0.0000757	0.000133	0.0000577
Sequential	0	0	0
Clock	0	0	0
No activity file was given, so power comes from the tool's default toggle rates.
